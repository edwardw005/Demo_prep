File: design/flow/run.sh
#!/bin/bash
# OpenROAD 26Q1-2900-gdf79404cd8, Yosys 0.63+post, stock flow scripts
make -C /OpenROAD-flow-scripts/flow DESIGN_CONFIG=/design/flow/config.mk WORK_HOME=/design/flow/orfs finish
File: design/flow/constraint.sdc
current_design data_mem

set clk_period 10.5
set clk_io_pct 0.2

create_clock -name clk0 -period $clk_period [get_ports {clk}]

set non_clock_inputs [all_inputs -no_clocks]
set_input_delay [expr $clk_period * $clk_io_pct] -clock clk0 $non_clock_inputs
set_output_delay [expr $clk_period * $clk_io_pct] -clock clk0 [all_outputs]
File: design/flow/config.mk
export PLATFORM = sky130hd
export DESIGN_NAME = data_mem
export DESIGN_NICKNAME = data_mem
export VERILOG_FILES = /design/flow/design.v
export SDC_FILE = /design/flow/constraint.sdc
export NUM_CORES = 4
export LEC_CHECK = 1
export CORE_UTILIZATION = 40
File: design/flow/design.v
module data_mem (
  input  logic clk,
  input  logic ReadMem,
  input  logic WriteMem,
  input  logic [7:0] DataAddress,
  input  logic [7:0] DataIn,
  output logic [7:0] DataOut
);
  logic [7:0] mem_core [0:255];
  always_ff @(posedge clk) begin
    if (WriteMem)
      mem_core[DataAddress] <= DataIn;
  end
  always_comb begin
    if (ReadMem)
      DataOut = mem_core[DataAddress];
    else
      DataOut = 8'b0;
  end
endmodule
==> impl_metrics.yaml <==
# yosys + openroad results
global_routing:
  grt_pass1_vias: 42400
  grt_pass1_wl_um: 293000
  grt_max_degree: 119
  groute.usage.overall_pct: 21.9
  top_usage_layer: "met2"
  antenna_found_initial: 6
  grt_overflow: 0
  grtUsageMet1_pct: 29.0
  grt_use_met2_pct: 31.2
  gr-usage-met3_pct: 14.7
worst_hold_path:
  min_path_type: "in -> reg"
  holdCritStartpoint: "DataIn[1]"
worst_setup_path:
  crit_start: "DataAddress[0]"
  critical_path.max_stage_delay_ns: 0.69
  cp_common_cell: "buf_4"
  worstPathMaxFanout: 67
  cp_data_arrival_time_ns: 6.79
  worst-path-buf-inv: 5
  end_kind: "output pin"
  path_delay_family: "buffers and inverters"
  path_class: "in -> out"
  critPathSlowestCell: "nor3_1"
  cp.required_ns: 8.40
  crit_path_cell_trace: "buf_8 -> buf_12 -> buf_4 -> mux4_2 -> a22o_1 -> a221oi_1 -> o22ai_1 -> nor3_1 -> nor4_2 -> buf_4 -> clkdlybuf4s50_1"
  start_kind: "input pin"
final_layout:
  final_util_pct: 45.3
  fill_cells: 16300
  top_regs: "mem_core x2048"
  regMostFlops: "mem_core"
  layout.area.comb_um2: 17100
  drive_gt1_share_pct: 19.6
  largest_reg_flops: 2048
  syn_to_final_growth_pct: 12.2
  seq_area_um2: 61500
floorplan:
  rows: 163
  core_area_um2: 198000
  initial_core_util_pct: 40.4
  die_area_um2: 202000
  die_h_um: 450
  fp.dieW_um: 450
  io_pins: 27
timing:
  slew_violations: 0
  fmax_ghz: 0.113
  hold_viol_final: 0
  tns_ns: 0
  rsz0062_at_grt: "no"
  tightest_slew_ns: 1.10
  slew_headroom_pct: 26.7
  setup_violations: 0
  period_needed_ns: 8.89
  fin_crit_sh_pct: 84.7
outcome:
  outcome: "finished clean"
flow_run:
  max-cap-violations: 0
  warnings: 29
yosys:
  synth.avg_cell_area_um2: 20.2
  yosysCellCount: 3962
  syn-cell-area_um2: 80100
  async_reset_ff_share_pct: 0
  edf_count: 2048
  ys_top_logic_family: "multiplexers"
  ys_sh_xor_pct: 0
  topCellsByArea: "edfxtp_1 (77%), mux4_2 (10%), mux2i_1 (4.4%)"
  top_cell_area_share_pct: 76.8
  yosys_area_um2: 80100
  ys_ff: 2048
  ys_seq_share_pct: 76.8
  ys_sh_mux_pct: 14.6
  ff_type: "edfxtp_1"
  adder_share_pct: 0
  synth_cell_type_count: 58
  synthCells: 3962
  synthSimpleGateAreaFrac_pct: 3.06
  aoi_share_pct: 3.61
  ys_warn_count: 1
  largest_area_cell: "edfxtp_1"
clocking:
  clkSlewWorstSetupHoldPaths_ns: 0.06
  cts-root-buf: "clkbuf_16"
  post-cts-setup-buffers: 0
  cts_tree: "built"
  htree_levels: 4
  clockBufferDepth: 3
  cts_sinks: 2048
  cts_made_buffers: 200
  hold_buffers: 0
  cts_resized: 0
power:
  ir_worst_vdd_mv: 0.145
  power_leakage_nw: 28.2
  power_density_nw_per_um2: 188
detailed_routing:
  post_drt_wl_per_cell_um: 29.1
  via_count: 39500
  dr.first_iter.drc_count: 2792
  drt-total-wl_um: 200000
  drc: 0
  firstDrtPassIters: 7
  vias_per_cell: 5.73
  ant_nets: 0
place:
  gp_congestion: 0.944
  io_buffers: 26
  hpwl_um: 121000
cells in the mapped netlist (4+ instances only):
cell and instances:
mux4_2 360, clkbuf_1 80, buf_6 41, a22oi_1 126
and3_1 14, a22o_1 27, o211ai_1 7, edfxtp_1 2048
nand3_1 60, a31oi_1 7, nand2b_1 5, a211oi_2 4
o21ai_0 21, a21oi_1 38, nand4_1 17, o22ai_1 92
mux2i_1 355, nand2_1 52, o21ai_1 4, a221oi_1 24
nor2_1 282, buf_1 13, and2_1 8, buf_4 49
nor4_1 8, o41ai_1 7, buf_2 68, nor4b_1 5
a2111oi_0 8, nor2b_1 12, o2111ai_1 7, buf_8 4
nor3_1 56, a211oi_1 12, a221o_1 7
per-stage QoR:
stage / hold WS [ns] / std cells / cell area, um2 / total power [mW] / setup WS, ns
2_1_floorplan: 2.20 / 3962 / 80100 / 9.64 / 4.55
3_3_place_gp: 2.53 / 6525 / 83500 / 10.0 / 1.60
3_5_place_dp: 2.54 / 6525 / 83500 / 10.0 / 1.61
4_1_cts: 1.64 / 6892 / 89900 / 17.0 / 1.59
5_1_grt: 1.68 / 6892 / 89900 / 17.3 / 1.47
6_report: 1.71 / 6897 / 89900 / 16.9 / 1.61
report_power, final:
group | internal, mW | total (mW) | leakage, nW | switching (mW)
clock network | 4.00 | 7.01 | 3.14 | 3.02
registers | 9.01 | 9.01 | 18.4 | 0.00352
logic | 0.267 | 0.831 | 6.66 | 0.564
logic make-up (layout without fill, tap and decap cells):
group                  count (synthesis)  count (layout)
flip-flops                          2048            2048
multiplexers                         715             715
AND/OR/NAND/NOR                      539             539
AND-OR/OR-AND                        401             401
buffers and inverters                259             549
other                                  0               5
path summary, 6_finish.rpt:
path                  depth (start not counted)                         end  slack, ns
worst min-delay path                          1  mem_core[235][1]$_DFFE_PP_       1.71
worst max-delay path                         11                  DataOut[6]       1.61
area by class of cell:
cell class	count	area share, %
multi-input cells	1655	19.0
inverters	3	0.0125
flip-flops and latches	2048	68.4
well taps	2640	3.67
clock inverters	116	1.24
diodes	5	0.0139
repair buffers	179	1.73
clock buffers	251	5.90
placed cells by master, fill, tap and decap left out, types with 8 or more instances in the layout:
cell type and n:
mux4_2 360, nor2_1 280, clkinv_1 42, a22oi_1 126, buf_8 10, nand2_1 52, o21ai_0 21, a2111oi_0 8
clkinv_2 40, nand3_1 56, clkdlybuf4s50_1 12, a221oi_1 24, edfxtp_1 2048, a211oi_1 12, nand4_1 17, clkbuf_1 46
buf_12 9, bufinv_16 17, o22ai_1 92, mux2i_1 355, buf_4 144, clkbuf_16 205, a21oi_1 38, nor3_1 56
and3_1 14, nor2b_1 8, a22o_1 27
layer usage:
| layer | share of wire [%] | wire (um) |
|---|---|---|
| met5 | 0.0070 | 14 |
| met4 | 3.6 | 7160 |
| met3 | 15 | 30500 |
| met2 | 46 | 92500 |
| met1 | 35 | 70200 |
Power and IR drop assume default switching activity.
