===== ./config.mk =====
export PLATFORM = sky130hd
export DESIGN_NAME = data_mem0
export DESIGN_NICKNAME = data_mem0
export VERILOG_FILES = /design/flow/design.v
export SDC_FILE = /design/flow/constraint.sdc
export NUM_CORES = 4
export LEC_CHECK = 1
export CORE_UTILIZATION = 40

===== ./constraint.sdc =====
current_design data_mem0

set clk_period 21.8
set clk_io_pct 0.2

create_clock -name clk0 -period $clk_period [get_ports {clk}]

set non_clock_inputs [all_inputs -no_clocks]
set_input_delay [expr $clk_period * $clk_io_pct] -clock clk0 $non_clock_inputs
set_output_delay [expr $clk_period * $clk_io_pct] -clock clk0 [all_outputs]

===== ./design.v =====
module data_mem0 #(parameter AW=8)(
  input              clk,                 
  input    [AW-1:0]  DataAddress,		  
  input              ReadMem,			  
  input              WriteMem,			  
  input       [7:0]  DataIn,			  
  output logic[7:0] DataOut);			  
  logic [7:0] mem_core [2**AW]; 		  
  always_comb							  
    if(ReadMem) begin
      DataOut = mem_core[DataAddress];
    end else 
      DataOut = 16'bZ;			          
  always_ff @ (posedge clk)	              
    if(WriteMem) begin
      mem_core[DataAddress] <= DataIn;
    end
endmodule

===== ./run.sh =====
#!/bin/bash
# OpenROAD 26Q1-2900-gdf79404cd8, Yosys 0.63+post, stock flow scripts
make -C /OpenROAD-flow-scripts/flow DESIGN_CONFIG=/design/flow/config.mk WORK_HOME=/design/flow/orfs finish

==> flow_metrics.env <==
# flow metrics
export IMPL_finalHoldViolCount=0
export IMPL_powerDensity_nw_per_um2=90.3
export IMPL_synth_flops=2048
export IMPL_crit_required_ns=17.44
export IMPL_io_pins=27
export IMPL_grt_pass1_vias=40166
export IMPL_synthFlopType="edfxtp_1"
export IMPL_ys_warn_count=2
export IMPL_arrival_ns=9.93
export IMPL_mi_logic_area_um2=15800
export IMPL_numCtsBuffers=203
export IMPL_synthTopCellsByCount="edfxtp_1 (2,048), mux4_2 (512), a22oi_1 (256)"
export IMPL_start_kind="primary input"
export IMPL_drcViolationCount=0
export IMPL_die_area_um2=198000
export IMPL_setup_viol=0
export IMPL_chipWidth_um=445
export IMPL_hold_class="primary input to flip-flop"
export IMPL_path_class="primary input to primary output"
export IMPL_drv_slew=0
export IMPL_yosys_area_top_type="edfxtp_1"
export IMPL_ys_top_cells_by_area="edfxtp_1 (79%), mux4_2 (15%), a22oi_1 (2.5%)"
export IMPL_grt_pass1_wl_um=268000
export IMPL_final_setup_tns_ns=0
export IMPL_antenna_found_initial=1
export IMPL_fin_crit_sh_pct=65.6
export IMPL_gr_usage_met3_pct=13.9
export IMPL_gp_congestion=0.873
export IMPL_cts_setup_buffers=0
export IMPL_grt_overflow=0
export IMPL_filler_cell_count=15885
export IMPL_status="finished clean"
export IMPL_synth_cell_types=21
export IMPL_whs_path_depth=1
export IMPL_dp_cells=6105
export IMPL_worstMarginPinSlew_ns=1.14
export IMPL_cp_max_fo=58
export IMPL_initial_core_util_pct=40.2
export IMPL_hold_buffers=0
export IMPL_wl_per_cell_um=28.1
export IMPL_fmax_ghz=0.0700
export IMPL_min_period_ns=14.29
export IMPL_antenna_left=0
export IMPL_via_per_inst=5.58
export IMPL_vias=36185
export IMPL_syn_inst=3539
export IMPL_regArea_um2=61500
export IMPL_ys_area_um2=78300
export IMPL_tritoncts="built"
export IMPL_netlist_area_leader_share_pct=78.5
export IMPL_cts_resized=0
export IMPL_clockBufferDepth=3
export IMPL_area_growth_pct=12.8
export IMPL_async_flop_share_pct=0
export IMPL_dp_hpwl_um=108000
export IMPL_synth_area_um2=78300
export IMPL_vdd_drop_max_mv=0.0604
export IMPL_clkTransAtPathRegs_ns=0.06
export IMPL_yosys_cells=3539
export IMPL_fp_coreArea_um2=195000
export IMPL_crit_path_start="DataAddress[1]"
export IMPL_grt_max_degree=103
export IMPL_setup_ws_ns=7.51
export IMPL_slew_headroom_pct=23.2
export IMPL_dpl_worst_slack_ns=7.67
export IMPL_regMostFlops="mem_core"
export IMPL_synth_top_cell_by_count="edfxtp_1"
export IMPL_cts_sinks=2048
export IMPL_largest_reg_flops=2048
export IMPL_dr_first_iter_drc_count=2393
export IMPL_syn_area_per_cell_um2=22.1
export IMPL_rows=162
export IMPL_rsz0062_at_grt="false"
export IMPL_grt_use_met1_pct=26.8
export IMPL_grtUsageMet2_pct=30.4
export IMPL_htreeDepth=4
export IMPL_crit_path_end_kind="primary output"
export IMPL_final_area_um2=88300
export IMPL_largest_registers="mem_core: 2048 flops"
export IMPL_power_uw=7970
export IMPL_cts_root_buffer="clkbuf_16"
export IMPL_first_pass_iters=6
export IMPL_worstHoldStart="DataIn[4]"
export IMPL_gr_usage_all_layers_pct=20.7
export IMPL_grt_most_used_layer="met2"
export IMPL_routed_wl_um=182000
export IMPL_die_h_um=445
export IMPL_edf_count=2048
export IMPL_io_buffers=25
export IMPL_power_leakage_uw=0.0265
export IMPL_postPlaceCellArea_um2=82100
export IMPL_layout_cells_non_filler=6481
export IMPL_warning_count=30
export IMPL_drive_gt1_share_pct=24.9
export IMPL_synth_seq_share_pct=78.5
export IMPL_max_cap_violations=0
## routing by layer
layer,wire length [um],up-vias
met3,27000,292
met5,226,-
met1,61700,18624
met4,5150,8
met2,88000,1874
li1,-,15387
## metrics by stage
stage,hold slack (ns),util [%]
2_1_floorplan,4.46,-
3_3_place_gp,4.79,42.1
3_5_place_dp,4.80,42.1
4_1_cts,3.89,45.4
5_1_grt,3.93,45.4
6_report,3.94,45.4
## area by class of cell
cell class | instances | area share (%)
sequential | 2048 | 69.6
multi-input combinational | 1258 | 17.9
clock buffer | 251 | 5.95
tap | 2624 | 3.72
timing repair buffer | 174 | 1.66
clock inverter | 123 | 1.13
antenna | 2 | 0.00566
inverter | 1 | 0.00425
## cells in the final DEF, fill, tap and decap left out, types with 10 or more instances in the layout
cell / synthesis / final
a21oi_1: 128 / 128
a22oi_1: 256 / 256
buf_4: 16 / 145
buf_8: 0 / 10
clkbuf_1: 145 / 48
clkbuf_16: 0 / 203
clkdlybuf4s50_1: 0 / 15
clkinv_1: 0 / 54
clkinv_2: 0 / 41
edfxtp_1: 2048 / 2048
mux4_2: 512 / 512
nand2_1: 28 / 28
nor2_1: 232 / 231
nor3_1: 30 / 30
o41ai_1: 32 / 26
## kinds of logic (layout without fill, tap and decap cells)
family	after synthesis	in the layout	share of synthesized area (%)
other	0	2	0
buffers and inverters	233	549	1.40
and+or+nand+nor	330	330	1.74
AOI/OAI and AO/OA	416	416	3.63
DFF	2048	2048	78.5
muxes	512	512	14.7
## final timing paths
| kind | to | slack, ns |
|---|---|---|
| max | DataOut[1] | 7.51 |
| min | mem_core[175][4]$_DFFE_PP_ | 3.94 |
## power breakdown
group | switching (uW) | total (uW) | internal [uW]
combinational | 234 | 358 | 124
sequential | 1.66 | 4340 | 4340
clock | 1450 | 3270 | 1820
## critical path: stages
cell and delay, ns:
buf_8 0.38, buf_4 0.65, buf_4 0.67, buf_4 0.68
mux4_2 0.41, a22oi_1 0.29, a21oi_1 0.22, o41ai_1 1.06
nand4_1 0.50, clkdlybuf4s50_1 0.55
No activity file was given, so power comes from the tool's default toggle rates.
